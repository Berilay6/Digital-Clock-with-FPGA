==> ./design.v <==
`timescale 1ns / 1ps
module ay( 
    input clk,
    input reset,
    input stop,
    input ay_azalt,
    input ay_arttir,
    output reg yil_arttir,
    output reg yil_azalt,
    output reg [5:0] ay
    );
    reg [5:0] ay_next;
    reg kontrol, kontrol_next;
    initial begin
        yil_arttir = 0;
        yil_azalt = 0;
        ay = 1;
        kontrol=1;
    end
    always @* begin
        kontrol_next = kontrol;
        if(ay_arttir && kontrol) begin
            if(ay>=12)begin
                ay_next = 1;
                yil_arttir = 1;
            end else begin
                ay_next = ay + 1;
            end
            kontrol_next=0;            
        end 
         if(ay_azalt && kontrol) begin
            if(ay<=1)begin
                ay_next = 12;
                yil_azalt = 1;
            end else begin
                ay_next = ay - 1;
            end
            kontrol_next=0;            
        end 
        if(!ay_arttir && !ay_azalt) begin
            kontrol_next=1;
        end
    end
    always @(posedge clk or posedge reset) begin
        if(reset) begin
            kontrol <= 1;
            yil_arttir <= 0;
            yil_azalt <= 0;
            ay <= 1;
        end
        else begin
            kontrol <= kontrol_next;
            ay <= ay_next;
        end
    end
endmodule
`timescale 1ns / 1ps
module dakika(
    input clk,
    input dakika_arttir,
    input reset,
    input stop,
    input arttir_buton,
    input azalt_buton,
    output reg saat_arttir,
    output reg saat_azalt,
    output reg [5:0] dakika
    );
    reg [5:0] dakika_next;
    reg kontrol, kontrol_next;
    initial begin
        saat_arttir = 0;
        saat_azalt = 0;
        dakika = 30;
        kontrol=1;
    end
    always@* begin
        dakika_next = dakika;
        saat_arttir = 0;
        saat_azalt = 0;
        kontrol_next=kontrol;
        if(stop) begin
            if(arttir_buton && !azalt_buton && kontrol) begin
                if(dakika>=59)begin
                    dakika_next = 0;
                    saat_arttir = 1;
                end else begin
                    dakika_next = dakika + 1;
                end
                kontrol_next =0;
            end
            else if(azalt_buton && !arttir_buton && kontrol) begin
                if(dakika<=0)begin
                    dakika_next = 59;
                    saat_azalt = 1;
                end else begin
                    dakika_next = dakika - 1;
                end
                kontrol_next=0;
            end 
        end
         if(dakika_arttir && kontrol) begin
            if(dakika>=59)begin
                dakika_next = 0;
                saat_arttir = 1;
            end else begin
                dakika_next = dakika + 1;
            end
            kontrol_next=0;            
        end 
        if(!arttir_buton && !azalt_buton && !dakika_arttir) begin
            kontrol_next=1;
        end
    end
    always@(posedge clk or posedge reset) begin   
        if(reset) begin
            dakika <= 30;
            kontrol <= 1;
        end else begin
            dakika <= dakika_next;
            kontrol <= kontrol_next;
        end
    end
endmodule
`timescale 1ns / 1ps
module debouncer (
    input clk,           
    input btn_in,         
    output reg btn_out    
);
    reg [15:0] counter;   
    reg btn_sync_0, btn_sync_1; 
    always @(posedge clk) begin
        btn_sync_0 <= btn_in;
        btn_sync_1 <= btn_sync_0;
    end
    always @(posedge clk) begin
        if (btn_sync_1 == btn_out) begin
            counter <= 0; 
        end else begin
            counter <= counter + 1; 
            if (counter == 16'hFFFF) begin
                btn_out <= ~btn_out; 
            end
        end
    end
endmodule
`timescale 1ns / 1ps
module digital_takvim(
    input clk,
    input reset,
    input [5:0] LedSwitch,
    input speed,
    input Stop_buton,
    input Dakika_arttir_buton,
    input Dakika_azalt_buton,
    input Saat_arttir_buton,
    input Saat_azalt_buton,
    output reg [6:0] segment,
    output [3:0] sayac,
    output [5:0] saniye
    );
    wire [5:0] dakika, saat, gun, ay; 
    wire [15:0]yil;
    reg stop, stop_next, kontrol, kontrol_next;
    wire Dar, Sar, Saz, Gar, Gaz, Aar, Aaz, Yar, Yaz;
    reg [3:0] bcd_dakika [1:0];
    reg [3:0] bcd_saat [1:0];
    wire Saat_azalt_buton_c, Saat_arttir_buton_c, Dakika_azalt_buton_c, Dakika_arttir_buton_c, Stop_buton_c;
    saniye u_saniye(
        .clk(clk),
        .reset(reset),
        .ledSwitch(LedSwitch),
        .stop(stop),
        .speed(speed),
        .dakika_arttir(Dar),
        .saniye(saniye)
        );
    dakika u_dakika(
        .clk(clk),
        .dakika_arttir(Dar),
        .reset(reset),
        .stop(stop),
        .arttir_buton(Dakika_arttir_buton_c),
        .azalt_buton(Dakika_azalt_buton_c),
        .saat_arttir(Sar),
        .saat_azalt(Saz),
        .dakika(dakika)
        );
    saat u_saat(
        .clk(clk),
        .saat_arttir(Sar),
        .saat_azalt(Saz),
        .reset(reset),
        .stop(stop),
        .arttir_buton(Saat_arttir_buton_c),
        .azalt_buton(Saat_azalt_buton_c),
        .gun_arttir(Gar),
        .gun_azalt(Gaz),
        .saat(saat)
        );
    gun u_gun(
        .clk(clk),
        .reset(reset),
        .stop(stop),
        .gun_azalt(Gaz),
        .gun_arttir(Gar),
        .ay_arttir(Aar),
        .ay_azalt(Aaz),
        .gun(gun)
        );
    ay u_ay(
        .clk(clk),
        .reset(reset),
        .stop(stop),
        .ay_azalt(Aaz),
        .ay_arttir(Aar),
        .yil_arttir(Yar),
        .yil_azalt(Yaz),
        .ay(ay)
        );
    yil u_yil(
        .clk(clk),
        .reset(reset),
        .stop(stop),
        .yil_azalt(Yaz),
        .yil_arttir(Yar),
        .yil(yil)
        );
    wire [6:0] segD0, segD1, segS0, segS1;
    reg [3:0] sayac_next;
    reg [31:0] milisayac, milisayac_next;
    reg [3:0] sayac_r;
    assign sayac = ~sayac_r;
    seven_segment_display D0(
        .num( bcd_dakika[0] ),
        .segments(segD0)
    );
    seven_segment_display D1(
        .num( bcd_dakika[1] ),
        .segments(segD1)
    );
    seven_segment_display S0(
        .num( bcd_saat[0] ),
        .segments(segS0)
    );
    seven_segment_display S1(
        .num( bcd_saat[1] ),
        .segments(segS1)
    );
    debouncer d1(
        .clk(clk),           
        .btn_in(Stop_buton),         
        . btn_out(Stop_buton_c)
    );
    debouncer d2(
        .clk(clk),           
        .btn_in(Dakika_arttir_buton),         
        . btn_out(Dakika_arttir_buton_c)
    );
    debouncer d3(
        .clk(clk),           
        .btn_in(Dakika_azalt_buton),         
        . btn_out(Dakika_azalt_buton_c)
    );
    debouncer d4(
        .clk(clk),           
        .btn_in(Saat_arttir_buton),         
        . btn_out(Saat_arttir_buton_c)
    );
    debouncer d5(
        .clk(clk),           
        .btn_in(Saat_azalt_buton),         
        . btn_out(Saat_azalt_buton_c)
    );
    initial begin
        stop = 0;
        kontrol = 1;
        milisayac = 1;
        sayac_r = 1;
    end
    always@* begin
        milisayac_next = milisayac;
        stop_next = stop;
        kontrol_next = kontrol;
        sayac_next = sayac_r;
        if(Stop_buton_c && kontrol) begin
            stop_next = ~stop;
            kontrol_next = 0;
        end
        else if(!Stop_buton_c) begin
            kontrol_next = 1;
        end
        bcd_dakika[0] = dakika%10;
        bcd_dakika[1] = (dakika - (dakika%10))/10;
        bcd_saat[0] = saat%10;
        bcd_saat[1] = (saat - (saat%10))/10;
        case(sayac_r)
            1:segment = segD0;
            2:segment = segD1;
            4:segment = segS0;
            8:segment = segS1;
        endcase
        if(milisayac >= 10**5)begin
            milisayac_next = 1;
        end else begin
            milisayac_next = milisayac + 1;
        end
        if(sayac_r==8 && milisayac == 1)begin
            sayac_next = 1;
        end else if(milisayac == 1) begin
            sayac_next = sayac_r*2;
        end
    end
    always@(posedge clk) begin
        milisayac <= milisayac_next;
        stop <= stop_next;
        kontrol <= kontrol_next;
        sayac_r <= sayac_next;
    end
endmodule
`timescale 1ns / 1ps
module gun(
    input clk,
    input reset,
    input stop,
    input gun_azalt,
    input gun_arttir,
    output reg ay_arttir,
    output reg ay_azalt,
    output reg [5:0]gun
    );
    reg [5:0] gun_next;
    reg kontrol, kontrol_next;
    initial begin
        ay_arttir = 0;
        ay_azalt = 0;
        gun = 1;
        kontrol=1;
    end
    always @* begin
        kontrol_next = kontrol;
        if(gun_arttir && kontrol) begin
            if(gun>=30)begin
                gun_next = 1;
                ay_arttir = 1;
            end else begin
                gun_next = gun + 1;
            end
            kontrol_next=0;            
        end 
         if(gun_azalt && kontrol) begin
            if(gun<=1)begin
                gun_next = 30;
                ay_azalt = 1;
            end else begin
                gun_next = gun - 1;
            end
            kontrol_next=0;            
        end 
        if(!gun_arttir && !gun_azalt) begin
            kontrol_next=1;
        end
    end
    always @(posedge clk or posedge reset) begin
        if(reset) begin
            kontrol <= 1;
            ay_arttir <= 0;
            ay_azalt <= 0;
            gun <= 1;
        end
        else begin
            kontrol <= kontrol_next;
            gun <= gun_next;
        end
    end
endmodule
`timescale 1ns / 1ps
module saat(
    input clk,
    input saat_arttir,
    input saat_azalt,
    input reset,
    input stop,
    input arttir_buton,
    input azalt_buton,
    output reg gun_arttir,
    output reg gun_azalt,
    output reg [5:0] saat
    );
    reg [5:0]saat_next;
    reg kontrol, kontrol_next;
    initial begin
        gun_arttir = 0;
        gun_azalt = 0;
        saat = 18;
        kontrol=1;
    end
    always@* begin
        saat_next = saat;
        gun_arttir = 0;
        gun_azalt = 0;
        kontrol_next = kontrol;
        if(stop) begin
            if(arttir_buton && !azalt_buton && kontrol) begin
                if(saat>=23)begin
                    saat_next = 0;
                    gun_arttir = 1;
                end else begin
                    saat_next = saat + 1;
                end
                kontrol_next=0;
            end
            if(((azalt_buton && !arttir_buton) || saat_azalt) && kontrol) begin
                if(saat<=0)begin
                    saat_next = 23;
                    gun_azalt = 1;
                end else begin
                    saat_next = saat - 1;
                end
                kontrol_next=0;
            end
        end
         if(saat_arttir && kontrol) begin
            if(saat>=23)begin
                saat_next = 0;
                gun_arttir = 1;
            end else begin
                saat_next = saat + 1;
            end
            kontrol_next=0;
        end
        if(!arttir_buton && !azalt_buton && !saat_arttir && !saat_azalt) begin
            kontrol_next=1;
        end
    end
    always@(posedge clk or posedge reset) begin     
        if(reset) begin
            saat <= 18;
            kontrol <= 1;
        end else begin
            saat <= saat_next;
            kontrol <= kontrol_next;
        end
    end
endmodule
`timescale 1ns / 1ps
module saniye(
    input clk,
    input reset,
    input [5:0] ledSwitch,
    input stop,
    input speed,
    output reg dakika_arttir,
    output reg [5:0] saniye
    );
    reg [5:0] saniye_next;
    reg ledSwitch_before;
    reg [31:0] sayac;
    reg saniye_clk;
    initial begin
        dakika_arttir = 0;
        sayac = 0;
        saniye_clk = 0;
        saniye = 0;
    end
    always@ (posedge clk) begin
        if(!speed) begin
            if(sayac >= 10**8/2) begin     
                sayac = 1;
                saniye_clk = ~saniye_clk;
            end else begin
                sayac = sayac + 1;
            end
        end else begin
            if(sayac >= 10**8/120) begin     
                sayac = 1;
                saniye_clk = ~saniye_clk;
            end else begin
                sayac = sayac + 1;
            end
        end
    end
    always@* begin
        saniye_next = saniye;
        dakika_arttir = 0;
        if(stop) begin
            if( ledSwitch!=0 ) begin
                saniye_next = ledSwitch;
            end
        end else begin
            if(saniye >= 59) begin
                saniye_next = 0;
                dakika_arttir = 1;
            end
            else begin
                saniye_next = saniye + 1;
            end
        end
    end
    always@ (posedge saniye_clk or posedge reset) begin
        if(reset) begin
            saniye <= 0;
        end else begin
            saniye <= saniye_next;
        end
    end
endmodule
`timescale 1ns / 1ps
module seven_segment_display (
    input wire [3:0] num,
    output reg [6:0] segments
);
    always @(*) begin
        case (num)
            4'b0000: segments = 7'b1000000;  
            4'b0001: segments = 7'b1111001;  
            4'b0010: segments = 7'b0100100;  
            4'b0011: segments = 7'b0110000;  
            4'b0100: segments = 7'b0011001;  
            4'b0101: segments = 7'b0010010;  
            4'b0110: segments = 7'b0000010;  
            4'b0111: segments = 7'b1111000;  
            4'b1000: segments = 7'b0000000;  
            4'b1001: segments = 7'b0010000;  
            default: segments = 7'b1111111;
        endcase
    end
endmodule
`timescale 1ns / 1ps
module yil(
    input clk,
    input reset,
    input stop,
    input yil_azalt,
    input yil_arttir,
    output reg [15:0] yil
    );
    reg [15:0] yil_next;
    reg kontrol, kontrol_next;
    initial begin
        yil = 2024;
        kontrol=1;
    end
    always @* begin
        kontrol_next = kontrol;
        if(yil_arttir && kontrol) begin
                yil_next = yil + 1;
                kontrol_next=0;            
        end 
         if(yil_azalt && kontrol) begin
                yil_next = yil - 1;
                kontrol_next=0;            
        end 
        if(!yil_arttir && !yil_azalt) begin
            kontrol_next=1;
        end
    end
    always @(posedge clk or posedge reset) begin
        if(reset) begin
            kontrol <= 1;
            yil <= 1;
        end
        else begin
            kontrol <= kontrol_next;
            yil <= yil_next;
        end
    end
endmodule
==> ./run.sh <==
#!/bin/bash
# OpenROAD 26Q1-2900-gdf79404cd8, Yosys 0.63+post, stock flow scripts
make -C /OpenROAD-flow-scripts/flow DESIGN_CONFIG=/design/flow/config.mk WORK_HOME=/design/flow/orfs finish
==> ./config.mk <==
export PLATFORM = sky130hd
export DESIGN_NAME = digital_takvim
export DESIGN_NICKNAME = digital_takvim
export VERILOG_FILES = /design/flow/design.v
export SDC_FILE = /design/flow/constraint.sdc
export NUM_CORES = 4
export LEC_CHECK = 1
export CORE_UTILIZATION = 50
==> ./constraint.sdc <==
current_design digital_takvim

set clk_period 5.3
set clk_io_pct 0.2

create_clock -name clk0 -period $clk_period [get_ports {clk}]

set non_clock_inputs [all_inputs -no_clocks]
set_input_delay [expr $clk_period * $clk_io_pct] -clock clk0 $non_clock_inputs
set_output_delay [expr $clk_period * $clk_io_pct] -clock clk0 [all_outputs]
==> Slide: Implementation Results <==
Implementation Results

Clock network
  • Register clock-pin slew on the reported worst setup and hold paths: ~0.080 ns
  • Clock Path Buffers: 2
  • CTS tree: done
  • Post-CTS sizing: 0
  • CTS root buf: clkbuf_16
  • Later-pin clock latency in the skew report: between 0.4 and 0.5 ns
  • CTS Hold Bufs: 0
  • CTS Buf Count: 17
  • Post-CTS Setup Bufs: 0
  • H-Tree Depth: 4

Worst setup path
  • CP required: roughly 5.7 ns
  • Worst EP arrival: 3.40 ns
  • Setup crit start kind: flop
  • Crit path capture type: flop
  • CP max FO: 23
  • Crit path kind: reg2reg

Die
  • Die W: about 170 µm
  • Pre-Place Util: 51.1%
  • Core Rows: 59
  • Die area: about 27,000 µm²
  • Core Area: about 26,000 µm²
  • Chip height: approximately 170 µm
  • # IOs: 31

Drt
  • Final Routed Wirelength: a little under 30,000 µm
  • N_diodes: 0
  • Initial DRC count: just under 700
  • Vias per cell: roughly 5.7
  • Post-route ant nets: 0
  • DR vias: between 10k and 15k
  • # DRC: 0
  • DR pass1 iterations: 22
  • Wire per inst: approximately 14 µm

Power
  • PD cells: ~600 nW/µm²
  • IR drop worst, VDD: between 0.4 and 0.5 mV
  • Leakage: 5.55 nW

Logic synthesis
  • Synth Instances: about 1.7k
  • Area share, top type: roughly a quarter
  • Synth warn: 13
  • Distinct lib cells used: between 100 and 150
  • Syn avg cell area: ~8 µm²
  • Yosys reg bits: 193
  • Fraction of registers with async set/reset: between 10% and 20%
  • Ys cells: roughly 1.7k
  • Synthesized cell area: ~13,000 µm²
  • Ys flop type: dfxtp_1
  • Ranking of synthesized cells by area: dfxtp_1 (24%), nor2_1 (6.0%), ha_1 (5.5%)
  • Post-synth top area cell: dfxtp_1
  • Chip Area, Yosys: ~13,000 µm²
  • Post-synth EDFFs: 7

Global route
  • Global-route wire length before repair: roughly 49,000 µm
  • Overflow after GRT: 0
  • Number of global-route vias before repair: around 10k
  • GRT Overall Usage: 21.9%
  • Antenna violations before repair: 0
  • Pin count of the biggest net entering global routing: 38

Timing
  • Register pins left without a clock: 13
  • Endpoints left unconstrained: 26
  • Setup ws final: 2.26 ns
  • Layout Skew: 0.0141 ns
  • Final Hold Fails: 0
  • Slew HR: between 40% and 50%
  • Tcrit/Tclk final: 57.4%
  • Final setup fails: 0
  • RSZ-0062 raised after global routing: false
  • Setup TNS: 0 ns
  • Max Slew Vio Count: 0
  • Fmax achieved: roughly 0.33 GHz
  • Min Tclk post-route: about 3.0 ns
  • Worst-margin pin slew: just under 0.9 ns

Finish
  • Fill cells: around 2.4k
  • Share of layout cells above drive strength 1: under 10%
  • Most used logic cell in the final layout: nor2_1
  • Synthesis-to-finish area growth: 8.59%
  • Finished Layout Cells: 2,029
  • Most numerous logic cells after layout: nor2_1 (215), dfxtp_1 (159), nand2_1 (149)

Placement
  • I/O Buffers: 30
  • Placed cell count: approximately 2k
  • RePlAce Congestion: between 0.9 and 1
  • Dpl ws: between 2 and 2.5 ns
  • HPWL Detailed: around 21,000 µm

Outcome
  • Outcome: finished clean

Worst hold path
  • Worst hold path class: reg2reg

Flow run
  • Tool warnings: about 58
  • Max Cap Viol: 0
==> worst max-delay path, stage by stage (launching register included) <==
cell	delay, ns
dfstp_2	0.48
or2_1	0.33
nor2_1	0.18
nand3b_1	0.22
nor4b_1	0.63
o211ai_1	0.38
inv_1	0.21
nand2_1	0.13
a21oi_1	0.16
nor2_1	0.06
o32a_1	0.18
==> path summary, 6_finish.rpt <==
check,startpoint,to,slack [ns],cells after the start
min reg2reg,d1.btn_sync_0,d1.btn_sync_1,0.33,0
max in group asynchronous,reset,u_dakika.dakika[5],3.69,2
min in group asynchronous,reset,u_saat.saat[0],1.12,2
max,u_dakika.dakika[3],u_saat.saat[4],2.26,10
min,d1.btn_sync_0,d1.btn_sync_1,0.33,0
max reg2reg,u_dakika.dakika[3],u_saat.saat[4],2.26,10
==> power by group <==
| part | switching (W) | total (W) | leakage (nW) | internal, W |
|---|---|---|---|---|
| clock | 0.000648 | 0.00129 | 0.296 | 0.000643 |
| sequential | 0.0000696 | 0.00153 | 1.66 | 0.00146 |
| combinational | 0.00342 | 0.00573 | 3.60 | 0.00231 |
| total | 0.00414 | 0.00855 | 5.55 | 0.00441 |
==> kinds of logic after synthesis <==
family                   share of synthesized area [%]
AND/OR/NAND/NOR                                   25.7
other                                           0.0281
buffers and inverters                             4.38
XOR/XNOR                                          9.02
flip-flops                                        29.2
latches                                          0.787
AND-OR/OR-AND                                     23.5
adder cells (fa/ha/maj)                           5.84
multiplexers                                      1.50
==> final cells by class <==
| cell class | count | area [µm²] | share of cell area (%) |
|---|---|---|---|
| Sequential cell | 193 | 4010 | 27.6 |
| Timing Repair Buffer | 42 | 390 | 2.69 |
| Clock buffer | 17 | 425 | 2.93 |
| Inverter | 64 | 240 | 1.66 |
| Multi-Input combinational cell | 1363 | 8840 | 60.9 |
| Tap cell | 335 | 419 | 2.89 |
| Clock inverter | 15 | 183 | 1.26 |
==> cells in the mapped netlist, types with 7 or more instances <==
cell type / n
and2_1: 12
and4_1: 8
a211oi_1: 11
nand2_1: 149
dfrtp_1: 12
ha_1: 59
nor3_1: 39
a211o_1: 8
dfstp_2: 8
nand2b_1: 17
clkbuf_1: 30
o31ai_1: 13
inv_1: 61
nor4_1: 14
o21a_1: 12
o22ai_1: 14
o22a_1: 7
a31oi_1: 21
nand3_1: 76
or2_2: 11
o21ai_0: 93
a221oi_1: 9
buf_6: 10
or3_1: 22
mux2i_1: 14
dfxtp_1: 159
nor2b_1: 21
a21o_1: 14
xor2_1: 77
edfxtp_1: 7
xnor2_1: 58
and3_1: 37
buf_2: 18
dlxtn_1: 7
a21oi_1: 85
nor2_1: 215
o211ai_1: 15
nand4_1: 26
==> layer usage <==
layer | track usage [%] | part of all wire [%]
met5 | 0 | 0
met4 | 2.23 | 0.87
met3 | 1.66 | 3.1
met1 | 36.3 | 53
met2 | 32.7 | 43
==> flip-flops by register name (all words and copies together), names as in the netlist, 4 cells and up <==
register	count
u_saat.saat	6
sayac_r	4
d5.counter	16
d1.counter	16
u_saniye.saniye	6
d4.counter	16
milisayac	32
d3.counter	16
d2.counter	16
segment	7
u_saniye.sayac	32
u_dakika.dakika	6
==> stage by stage <==
step | power, W | util (%) | area [µm²] | hold slack (ns)
after global placement | 0.00725 | 53.2 | 13900 | 0.312
after global routing | 0.00938 | 55.5 | 14500 | 0.333
after floorplan | 0.00634 | - | 13400 | 0.310
after CTS | 0.00858 | 55.5 | 14500 | 0.328
final | 0.00855 | 55.5 | 14500 | 0.327
after detailed placement | 0.00724 | 53.2 | 13900 | 0.315
Power figures rest on the tool's default switching activity, not on a simulated workload.
